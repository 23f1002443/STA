## flow/run.sh

```bash
#!/bin/bash
# OpenROAD 26Q1-2900-gdf79404cd8, Yosys 0.63+post, stock flow scripts
make -C /OpenROAD-flow-scripts/flow DESIGN_CONFIG=/design/flow/config.mk WORK_HOME=/design/flow/orfs finish
```

## flow/config.mk

```make
export PLATFORM = sky130hd
export DESIGN_NAME = register_file
export DESIGN_NICKNAME = register_file
export VERILOG_FILES = /design/flow/design.v
export SDC_FILE = /design/flow/constraint.sdc
export NUM_CORES = 4
export LEC_CHECK = 1
export CORE_UTILIZATION = 50
```

## flow/constraint.sdc

```tcl
current_design register_file

set clk_period 1.7
set clk_io_pct 0.2

create_clock -name clk0 -period $clk_period [get_ports {clk}]

set non_clock_inputs [all_inputs -no_clocks]
set_input_delay [expr $clk_period * $clk_io_pct] -clock clk0 $non_clock_inputs
set_output_delay [expr $clk_period * $clk_io_pct] -clock clk0 [all_outputs]
```

## flow/design.v

```verilog
module register_file (
    input wire clk,
    input wire rst,
    input wire we,
    input wire [2:0] read_addr,
    input wire [2:0] write_addr,
    input wire [7:0] write_data,
    output reg [7:0] read_data
);
reg [7:0] reg_file [7:0];
always @(*) begin
    read_data = reg_file[read_addr];
end
always @(posedge clk or posedge rst) begin
    if (rst)
        reg_file[0] <= 8'b00000000;
    else if (we)
        reg_file[write_addr] <= write_data;
end
endmodule
```

==> impl_metrics.csv <==
group,metric,value,unit
cells_and_area,final_util,73.08,%
sta,setup_tns,-0.2561,ns
global_route,grt_use_met1,37.80,%
clocking,cts.sinks,64,
clocking,cts_tree,"done",
floorplan,fp-row-count,25,
worst_setup_path,cp_slowest_cell,"o22a_1",
floorplan,dieWidth,74.29,um
floorplan,chip_area,0.005518,mm2
global_route,top_usage_layer,"met1",
drt,ant_nets,0,
global_route,met3_usage,11.81,%
placed_design,hpwl,3.519,mm
drt,vias,1651,
sta,finalHoldViolCount,0,
drt,viasPerCell,5.503,
global_route,grt_usage,25.02,%
floorplan,initial_utilization,53.54,%
flow_run,maxCapViolations,0,
global_route,antenna_found_initial,0,
synth,synth.top_cell.area_share,64.37,%
global_route,grt_first_pass_wirelength,8.873,mm
cells_and_area,reg_top3,"reg_file: 64 flops",
drt,drtPass1Iterations,4,
global_route,grt_max_degree,12,
pwr,power_leakage,1.314,nW
flow_run,warnings,28,
pwr,irDropWorstVdd,0.0009584,V
synth,top_area_cell,"edfxtp_1",
worst_setup_path,crit_chain,"buf_12, buf_12, buf_4, buf_4, mux2i_2, o22ai_1, o22a_1, buf_2",
sta,slew_headroom,79.33,%
cells_and_area,drive_gt1_share,42.92,%
sta,worst_pin_slew,0.3090,ns
sta,min_period,1.762,ns
cells_and_area,max_flop_register,"reg_file",
drt,routedWlPerCell,19.07,um
worst_setup_path,cp_max_fo,3,
pwr,power.density,953.5,mW/mm2
drt,diodes,0,
synth,avgSynthCellArea,16.23,um2
synth,synth_flops,64,
sta,max_clock_freq,0.5675,GHz
drt,drcViolationCount,0,
synth,ys_types,28,
worst_setup_path,path_class,"input port to primary output",
cells_and_area,largest_reg_flops,64,
synth,synth.area.top_cells,"edfxtp_1, dfrtp_1, mux2i_1, mux2_2, o22a_1",
synth,ys_cells,161,
clocking,cts-root-buf,"clkbuf_8",
worst_setup_path,max_stage_delay,0.19,ns
global_route,use_met2,37.68,%
placed_design,io_buffers,24,
cells_and_area,area_growth_syn_to_layout,36.49,%
clocking,clockBufferDepth,2,
sta,drv_slew,0,
worst_setup_path,arrival,1.42,ns
synth,yosys.stat.seqShare,72.03,%
clocking,htreeDepth,3,
floorplan,ios,25,
floorplan,die_h,74.29,um
clocking,cts_made_buffers,9,
worst_setup_path,crit_path_start_kind,"input port",
min_path,hold_path_class,"input port to asynchronous set/reset pin",
clocking,worstSkewPairLatency,0.33,ns
sta,rsz0062_at_grt,"true",
floorplan,core_area,0.004880,mm2
worst_setup_path,required,1.36,ns
clocking,path_clk_slew,0.07,ns
placed_design,postPlaceCellArea,0.003124,mm2
drt,drt-total-wl,5.721,mm
placed_design,place_congestion,0.8344,
worst_setup_path,cp-end-kind,"primary output",
sta,fin_hold_ws,0.4210,ns
outcome,status,"complete, but fails checks",
global_route,grt_overflow,0,
synth,ys_chip_area,0.002613,mm2
global_route,grt_pass1_vias,1745,
sta,finalClockPeriodUsage,103.6,%
synth,synth_area,0.002613,mm2
synth,synth-warning-count,2,
synth,synthCells,161,
outcome,violations,"negative setup slack",
sta,setup_ws,-0.06200,ns
sta,finClkSkew,0,ns
cells_and_area,final_area,0.003566,mm2
drt,drtIter0Drc,99,
sta,setup_viol,6,
-- placed cells by master, fill, tap and decap left out, types with 8 or more instances in the layout --
master,synthesis,routed
buf_4,1,26
buf_6,1,8
buf_2,3,10
nor2_1,11,9
mux2i_1,17,12
dfrtp_1,8,8
edfxtp_1,56,56
clkdlybuf4s50_1,0,13
clkbuf_8,0,9
mux2_2,10,9
-- synthesized netlist by cell type --
cell      count
mux2i_1      17
nor3_1        1
clkbuf_1      3
mux2_2       10
dfrtp_1       8
a41oi_1       2
nand3b_1      1
mux4_2        1
or3_1         1
o22a_1        5
nor4b_4       1
nand3_1       3
nor3b_1       5
o21ai_0       2
o32a_1        1
buf_6         1
nor2_1       11
nand2_1       6
inv_1         3
o22ai_1       5
a211oi_1      5
buf_4         1
a21oi_1       3
a211o_1       2
buf_2         3
nand2b_1      3
edfxtp_1     56
o221ai_1      1
-- metal layers --
layer	vias up	part of all wire (%)
met4	0	2.2
met1	791	41
li1	775	-
met5	-	0
met3	13	9.3
met2	72	47
-- final timing paths --
check                               startpoint        endpoint  slack (ns)  cells past startpoint
worst min-delay path                       rst  reg_file[0][1]        0.42                      3
min in group clk0               reg_file[0][7]  reg_file[0][7]        0.52                      1
max in group asynchronous                  rst  reg_file[0][3]        1.13                      3
worst min register to register  reg_file[0][7]  reg_file[0][7]        0.52                      1
worst max-delay path              read_addr[2]    read_data[3]       -0.06                      8
worst max register to register  reg_file[0][3]  reg_file[0][3]        0.91                      1
-- worst max-delay path, delay by kind of cell --
| kind | cells | cell delay (ns) |
|---|---|---|
| buffers and inverters | 5 | 0.61 |
| muxes | 1 | 0.17 |
| AOI/OAI and AO/OA | 2 | 0.30 |
-- per-stage QoR --
step           instances  setup slack (ns)  total power [mW]
2_1_floorplan        161            0.1616             1.982
3_3_place_gp         271           -0.7992             2.150
3_5_place_dp         271           -0.7806             2.160
4_1_cts              299          -0.09145             3.403
5_1_grt              300           -0.1145             3.527
6_report             300          -0.06200             3.400
-- final cells by class --
type	instances	area [um2]
fill	302	1314
inverter	3	11.26
timing repair buffer	64	610.6
sequential	64	1882
clock inverter	6	60.06
clock buffer	10	127.6
tap	67	83.83
multi-input combinational	86	790.8
-- cell families (layout without fill, tap and decap cells) --
| group | count (synthesis) | in the layout | synth area share, % |
|---|---|---|---|
| simple gates | 32 | 32 | 6.801 |
| mux | 28 | 28 | 11.69 |
| flops | 64 | 64 | 72.03 |
| compound gates | 26 | 26 | 7.328 |
| buf+inv | 11 | 83 | 2.155 |
-- report_power, final --
group	switching, mW	internal [mW]
registers	0.0348	1.78
clock network	0.540	0.669
logic	0.160	0.216
-- repair_timing --
action | CTS | global route
endpoints found under the setup margin | 8 | 7
pin swaps | 21 | 8
resized | 71 | 13
buffers inserted | 10 | 1
gates cloned | 3 | 0
hold buffers | 0 | 0
No activity file was given, so power comes from the tool's default toggle rates.
