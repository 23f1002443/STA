<file path="config.mk">
export PLATFORM = sky130hd
export DESIGN_NAME = pipelined_rca
export DESIGN_NICKNAME = pipelined_rca
export VERILOG_FILES = /design/flow/design.v
export SDC_FILE = /design/flow/constraint.sdc
export NUM_CORES = 4
export LEC_CHECK = 1
export CORE_AREA = 10 10 70 70
export DIE_AREA = 0 0 80 80
</file>
<file path="design.v">
module pipelined_rca (
input clk,
input [3:0] a, b,
input cin,
output reg [3:0] sum,
output reg cout
);
integer i;
reg [3:0] p, g; 
reg [4:0] carry;
always @(posedge clk) begin
p <= a ^ b;  
g <= a & b;  
end
always @(posedge clk) begin
carry[0] <= cin;
for (i = 0; i < 4; i = i + 1 ) begin
carry[i+1] <= g[i] | (p[i] & carry[i]);
end
end
always @(posedge clk) begin
for (i = 0; i < 4; i = i + 1) begin
sum[i] <= p[i] ^ carry[i];
end
cout <= carry[4];
end
endmodule
</file>
<file path="run.sh">
#!/bin/bash
# OpenROAD 26Q1-2900-gdf79404cd8, Yosys 0.63+post, stock flow scripts
make -C /OpenROAD-flow-scripts/flow DESIGN_CONFIG=/design/flow/config.mk WORK_HOME=/design/flow/orfs finish
</file>
<file path="constraint.sdc">
current_design pipelined_rca

set clk_period 1.2
set clk_io_pct 0.2

create_clock -name clk0 -period $clk_period [get_ports {clk}]

set non_clock_inputs [all_inputs -no_clocks]
set_input_delay [expr $clk_period * $clk_io_pct] -clock clk0 $non_clock_inputs
set_output_delay [expr $clk_period * $clk_io_pct] -clock clk0 [all_outputs]
</file>
==> flow_metrics.py <==
# Physical implementation metrics
metrics = {
    "outcome": {
        "status": "complete, no violations",
    },
    "timing": {
        "period_needed_ns": 1.07,
        "final-hold-violation-count": 0,
        "relSlewSlack_pct": 94.1,
        "worstMarginPinSlew_ns": 0.0892,
        "fin_worst_skew_ns": 0.00654,
        "fin_crit_sh_pct": 89.2,
        "finalSetupViolCount": 0,
        "fmax_ghz": 0.934,
        "rsz0062_at_grt": "no",
        "fin_setup_tns_ns": 0,
        "drv_slew": 0,
    },
    "critical_path": {
        "critPathArrivalTime_ns": 0.83,
        "end_kind": "primary output",
        "path_class": "reg -> out",
        "worst_path_max_delay_cell": "dfxtp_2",
        "cp.buffers_inverters": 1,
        "cp_top_family": "flip-flops",
        "startpoint_type": "register",
        "cpPeakStageDelay_ns": 0.32,
        "cp_cell_sequence": "dlygate4sd2_1",
        "cp_data_required_time_ns": 0.96,
        "crit_fanout": 1,
    },
    "cells_and_area": {
        "layout.cells.non_filler": 93,
        "post-route-util_pct": 20.5,
        "logic_area_um2": 125,
        "seq_area_um2": 363,
        "fill_cells": 375,
        "syn2layout_area_growth_pct": 44.6,
        "layout-drive-gt1-share_pct": 10.6,
    },
    "yosys": {
        "edf_count": 0,
        "synth_warnings": 1,
        "simple_gate_share_pct": 5.15,
        "synthDistinctLibCells": 3,
        "top_cells_by_area": "dfxtp_1, ha_1, or2_1",
        "ys.flops": 18,
        "ys_sh_xor_pct": 0,
        "yosysSeqAreaShare_pct": 74.2,
        "syn-instance-count": 30,
        "ys_top_logic_family": "adder cells",
        "yosysTopAreaCellShare_pct": 74.2,
        "fa_ha_area_share_pct": 20.6,
        "synth_area_um2": 485,
        "top_cells_by_count": "dfxtp_1, ha_1, or2_1",
        "yosysTopAreaCell": "dfxtp_1",
        "yosys.area_share.aoi_pct": 0,
        "syn-mean-instance-area_um2": 16.2,
        "synth-cells-yosys": 30,
        "async_flop_share_pct": 0,
        "ff_type": "dfxtp_1",
        "muxShareOfSynthArea_pct": 0,
        "ys_area_um2": 485,
        "synth.most_common_cell": "dfxtp_1",
    },
    "clocking": {
        "cts_sinks": 18,
        "clk_latency_ns": 0.28,
        "cts_made_buffers": 3,
        "cts_tree": "yes",
        "clockRootBuffer": "clkbuf_4",
        "cts_hold_buffers": 0,
        "post_cts_buffers": 0,
        "clk_pin_slew_worst_paths_ns": 0.09,
        "cts_max_path_buffers": 2,
        "htree_levels": 1,
    },
    "power_and_ir_drop": {
        "vdd_drop_max_mv": 0.510,
        "pwr_density_cell_mw_per_mm2": 1490,
        "report.power.total_w": 0.00105,
        "p_leak_nw": 0.304,
    },
    "placement": {
        "portBuffers": 14,
        "gp_congestion": 0.698,
        "dp_cells": 90,
    },
    "detailed_routing": {
        "num_antenna_cells": 0,
        "dr.first_iter.drc_count": 5,
        "drc": 0,
        "drt_first_pass_iters": 3,
        "wl_per_cell_um": 7.14,
        "vias_per_cell": 2.78,
        "vias": 259,
        "ant_nets": 0,
        "totalWireLength_um": 664,
    },
    "grt": {
        "grt_max_degree": 10,
        "antenna_found_initial": 0,
        "gr-usage-met2_pct": 3.05,
        "grt_pass1_wl_um": 1180,
        "grt_pass1_vias": 285,
        "grt_use_total_pct": 2.34,
        "busiest_layer": "met2",
        "grt.overflow.total": 0,
        "grt_use_met1_pct": 2.61,
        "grt_util_met3_pct": 2.73,
    },
    "floorplan": {
        "rows": 21,
        "die_h_um": 80,
        "dieWidth_um": 80,
        "io_pins": 15,
        "fp_util_pct": 14.2,
        "design.core.area_mm2": 0.00342,
        "dieArea_mm2": 0.00640,
    },
    "job": {
        "cap_violations": 0,
        "tool_warnings": 25,
    },
    "worst_hold_path": {
        "hold_class": "reg -> reg",
    },
}
-- cell type report --
| class | count | share of cell area [%] |
|---|---|---|
| Multi-Input combinational cell | 12 | 17.8 |
| Tap cell | 46 | 8.20 |
| Sequential cell | 18 | 51.7 |
| Timing Repair Buffer | 14 | 19.1 |
| Clock buffer | 3 | 3.21 |
-- flip-flops by register name (all words and copies together), names as in the netlist --
| register | count |
|---|---|
| g | 4 |
| p | 4 |
| carry | 5 |
| cout | 1 |
| sum | 4 |
-- placed cells by master (no fill, tap or decap) --
master and instances:
dfxtp_1 16, clkdlybuf4s50_1 9, or2_1 4, dlygate4sd2_1 5, dfxtp_2 2, ha_1 8
clkbuf_4 3
-- timing repair --
action / CTS / global route
resized: 7 / 0
hold endpoints to repair: 0 / 0
setup endpoints to repair: 5 / 0
-- routing by layer --
metal | share of wire [%] | wire (µm)
met5 | 0 | 0
met1 | 48 | 319
met2 | 34 | 223
met4 | 0 | 0
met3 | 18 | 121
-- where the power goes --
| part | leakage [nW] | internal (W) | switching [W] |
|---|---|---|---|
| logic | 0.139 | 0.0000719 | 0.0000240 |
| clock network | 0.0138 | 0.000116 | 0.000151 |
| registers | 0.151 | 0.000669 | 0.0000169 |
| total | 0.304 | 0.000857 | 0.000192 |
-- worst paths after layout --
| kind | cells past startpoint | from | to | slack, ns |
|---|---|---|---|---|
| worst max-delay path | 1 | sum[1]$_DFF_P_ | sum[1] | 0.13 |
| worst min-delay path | 0 | carry[4]$_DFF_P_ | cout$_DFF_P_ | 0.33 |
| worst min register to register | 0 | carry[4]$_DFF_P_ | cout$_DFF_P_ | 0.33 |
| worst max register to register | 2 | p[3]$_DFF_P_ | carry[4]$_DFF_P_ | 0.39 |
-- kinds of logic (layout without fill, tap and decap cells) --
family                     after synthesis  after routing
DFF                                     18             18
buffers and inverters                    0             17
adders and majority gates                8              8
and+or+nand+nor                          4              4
-- through the flow --
stage / area (µm²) / hold slack (ns) / worst slack (ns)
3_5_place_dp: 683 / 0.318 / 0.144
4_1_cts: 702 / 0.339 / 0.110
5_1_grt: 702 / 0.346 / 0.0847
3_3_place_gp: 683 / 0.315 / 0.143
2_1_floorplan: 485 / 0.268 / 0.426
6_report: 702 / 0.333 / 0.129
Power is estimated from default activity; no workload was simulated.
