**flow/design.v**
```verilog
module dual_clock_counter (
    input wire clk1,
    input wire clk2,
    input wire rst,
    output reg [3:0] count1,
    output reg [3:0] count2
);
always @(posedge clk1 or posedge rst) begin
    if (rst)
        count1 <= 4'b0000;
    else
        count1 <= count1 + 1;
end
always @(posedge clk2 or posedge rst) begin
    if (rst)
        count2 <= 4'b0000;
    else
        count2 <= count2 + 1;
end
endmodule
```
**flow/run.sh**
```bash
#!/bin/bash
# OpenROAD 26Q1-2900-gdf79404cd8, Yosys 0.63+post, stock flow scripts
make -C /OpenROAD-flow-scripts/flow DESIGN_CONFIG=/design/flow/config.mk WORK_HOME=/design/flow/orfs finish
```
**flow/config.mk**
```make
export PLATFORM = sky130hd
export DESIGN_NAME = dual_clock_counter
export DESIGN_NICKNAME = dual_clock_counter
export VERILOG_FILES = /design/flow/design.v
export SDC_FILE = /design/flow/constraint.sdc
export NUM_CORES = 4
export LEC_CHECK = 1
export CORE_AREA = 10 10 70 70
export DIE_AREA = 0 0 80 80
```
**flow/constraint.sdc**
```tcl
current_design dual_clock_counter

set clk_period 1.1
set clk_io_pct 0.2

create_clock -name clk0 -period $clk_period [get_ports {clk1}]
create_clock -name clk1 -period $clk_period [get_ports {clk2}]

set non_clock_inputs [all_inputs -no_clocks]
set_input_delay [expr $clk_period * $clk_io_pct] -clock clk0 $non_clock_inputs
set_output_delay [expr $clk_period * $clk_io_pct] -clock clk0 [all_outputs]
```
==> changes_impl.md <==
## Flow update

* P_leak at roughly 0.30 nW
* Synthesis warning total at 1
* Fin util at 15.97%
* Total of buffers placed on input and output ports at 9
* Critical path capture point type: output pin
* Worst min-delay path class: in2async
* Post-DP HPWL at 463 um
* Global-route wire length before repair at roughly 1.1 mm
* Average routed wire per standard cell at 7.478 um
* Number of vias after detailed routing at 231
* GRT Util Overall at 2.284%
* Final setup skew at 0.002197 ns
* Largest net degree at the start of global routing at 9
* Via-to-Cell Ratio at 2.567
* Data required time of the critical path at 0.88 ns
* Remaining routing DRC violations at 0
* Antenna diode instance count at 0
* Cell chain of the critical path: dlygate4sd2_1
* Worst R2R Setup Slack at 0.06 ns
* Cell Area, Synth at 281.5 um^2
* Category of the worst setup path launch point: register
* Area share of the largest cell type after synthesis at between 70% and 80%
* Most common cell in the netlist: sky130_fd_sc_hd__dfrtp_1
* Registers, synthesis at 8
* Aggregate routed wire length at just under 700 um
* Setup violators final at 0
* Via count of the first global-routing pass at between 200 and 300
* Area taken by flip-flops and latches at around 200 um^2
* Combinational gate area at a little over 70 um^2
* Post-synth ARST share at 100.0%
* Cell family with the largest share of critical-path delay: flip-flops
* Last weighted congestion value of the routability-driven placer at ~0.73
* Residual antenna-violating net count after detailed routing at 0
* Worst slew margin relative to its limit at approximately 77%
* Worst r2r path cells at 4
* Final count of hold timing violations at 0
* Number of distinct library cell variants in the gate-level netlist after synthesis at 6
* Die Y at 80 um
* Number of maximum-capacitance constraint violations at 0
* Number of clock sinks at 8
* Ports placed on the boundary at 11
* Least-Margin Pin Slew at 0.3432 ns
* 1st-pass router iterations at 3
* OpenROAD warnings at 26
* Area figure in the yosys stat output at 281.5 um^2
* Sum of buffers and inverters on the critical path at 1
* Cell with the largest stage delay on the worst path: sky130_fd_sc_hd__dfrtp_1
* FP Util at 8.242%
* Run status: complete, no violations
* Share of cells above drive strength 1 at 38.64%
* Total negative setup slack at 0 ns
* Most used flip-flop cell: sky130_fd_sc_hd__dfrtp_1
* Post-synth EDFFs at 0
* Max incr delay on CP at 0.37 ns
* RSZ-0062 raised after global routing: no
* Top cells by instance count after synthesis: 8 x sky130_fd_sc_hd__dfrtp_1, 3 x sky130_fd_sc_hd__inv_1
* Cell type with the highest aggregate area in the netlist: sky130_fd_sc_hd__dfrtp_1
* Die Width at 80 um
* Reg clk slew, reported paths at 0.04 ns
* Reg2Reg Launch Point: count1[0]
* Number of fill cells at between 300 and 400
* Grt ovf at 0
* Final Max Slew Viols at 0
* Layout Area Growth over Synthesis at 93.78%
* Number of antenna violations at the first check in global routing at 0
* Power density over cell area at 1218 nW/um^2
* Number of placement rows at 21
* Register area share after synthesis at 71.11%
* Gate count after technology mapping at 19
* FF-to-FF End: count1[2]
* Signal arrival time at the worst endpoint at 0.84 ns
* Yosys stat cell total at 19
* Total core area at about 3400 um^2
* Average instance area after synthesis at 14.82 um^2
* Path type of the worst setup path: reg2out
* Starting DRT DRC Count at 2
* Post-CTS Hold Buffers at 0
* Clock tree from TritonCTS: yes
* Worst vdd rail ir drop at 0.4386 mV
* Overall die area at 6400 um^2
* Cell area leaders: sky130_fd_sc_hd__dfrtp_1 71%, sky130_fd_sc_hd__ha_1 8.9%, sky130_fd_sc_hd__xnor2_1 6.2%
* Largest fanout on the critical path at 2
## cells in the final DEF, fill, tap and decap left out
master / instances
sky130_fd_sc_hd__clkbuf_4: 6
sky130_fd_sc_hd__ha_2: 1
sky130_fd_sc_hd__xnor2_1: 2
sky130_fd_sc_hd__buf_4: 10
sky130_fd_sc_hd__clkdlybuf4s15_1: 3
sky130_fd_sc_hd__clkdlybuf4s50_1: 1
sky130_fd_sc_hd__dlygate4sd2_1: 5
sky130_fd_sc_hd__nand3_1: 2
sky130_fd_sc_hd__ha_1: 1
sky130_fd_sc_hd__inv_1: 3
sky130_fd_sc_hd__xor2_1: 2
sky130_fd_sc_hd__dfrtp_1: 8
## sequential cells by signal, summed over array words and instances (netlist names)
name and cells:
count1 4, count2 4
## layer usage
layer  track usage, %  vias to the layer above  share of wire (%)
li1                 -                      113                  -
met1            2.302                      102                 37
met2            2.889                       14                 42
met3            2.273                        2                 19
met4            1.408                        0                1.9
met5                0                        -                  0
## area by class of cell
class                   count  share of cell area, %
flip-flops and latches      8                  36.70
repair buffers             19                  29.13
multi-input cells           8                  13.30
well taps                  46                  10.55
clock buffers               6                  8.257
inverters                   3                  2.064
## worst max path at each step
stage | start | end | slack, ns | depth (start not counted)
after CTS | count2[0] | count2[0] | 0.02 | 1
after global routing | count1[1] | count1[1] | 0.0003 | 1
final | count2[1] | count2[1] | 0.04 | 1
## power breakdown
group | internal [mW] | switching (mW) | total (mW)
registers | 0.296 | 0 | 0.296
logic | 0.00331 | 0.00655 | 0.00986
clock network | 0.244 | 0.115 | 0.358
## worst register-to-register path, stage by stage (launching register included)
cell and delay, ns:
sky130_fd_sc_hd__dfrtp_1 0.36, sky130_fd_sc_hd__buf_4 0.13, sky130_fd_sc_hd__buf_4 0.13, sky130_fd_sc_hd__ha_2 0.18, sky130_fd_sc_hd__xor2_1 0.13
## kinds of logic (layout without fill, tap and decap cells)
kind of cell | after synthesis | after routing | synth area share, %
xor+xnor | 4 | 4 | 12.45
buf+inv | 3 | 28 | 4.000
simple gates | 2 | 2 | 3.556
flops | 8 | 8 | 71.11
fa+ha+maj | 2 | 2 | 8.887
## metrics by stage
stage,instance area (um^2),worst slack [ns],hold slack [ns],instances,power [mW]
floorplan,281.5,0.2790,0.03566,19,0.3042
global placement,459.2,0.05293,0.4588,78,0.3097
detailed placement,459.2,0.04910,0.4650,78,0.3099
CTS,539.3,0.02177,0.2516,90,0.6895
global route,545.5,0.0002542,0.2693,90,0.7077
finish,545.5,0.03948,0.2502,90,0.6643
## what timing repair did
| item | CTS | global route |
|---|---|---|
| setup buffers | 6 | 0 |
| endpoints found under the setup margin | 8 | 4 |
| gates cloned | 0 | 0 |
| resized | 8 | 4 |
| endpoints found under the hold margin | 0 | 0 |
No activity file was given, so power comes from the tool's default toggle rates.
